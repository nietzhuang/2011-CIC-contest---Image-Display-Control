`./config.mk`:
```
export PLATFORM = sky130hd
export DESIGN_NAME = ctr
export DESIGN_NICKNAME = ctr
export VERILOG_FILES = /design/flow/design.v
export SDC_FILE = /design/flow/constraint.sdc
export NUM_CORES = 4
export LEC_CHECK = 1
export CORE_AREA = 10 10 70 70
export DIE_AREA = 0 0 80 80
```
`./design.v`:
```
module ctr(
  input clk,
  input reset,
  input write,
  output reg load,
  output reg IROM_EN,
  output reg IRB_RW,
  output reg busy,
  output done
);
  reg [5:0] cnt;    
  reg done_flag;
  reg [2:0] cstate, nstate; 
  parameter LorD = 3'b000, CMD = 3'b001, PROC = 3'b010, WRITE = 3'b011, WAIT = 3'b100, IDLE = 3'b101;
  assign done = done_flag;  
  always@(posedge clk)begin
    if(reset)
      cstate <= IDLE;
    else
      cstate <= nstate;  
  end
  always@(posedge clk)begin
    if(reset||(cstate == CMD)||(cstate == PROC))
      cnt <= 6'd0;
    else if((cstate == LorD)||(cstate == WRITE))
      cnt <= cnt + 1;
  end
  always@(posedge clk)begin
    if(reset)
      done_flag <= 1'b0;
    else if(write && (cnt == 'd63))
      done_flag <= 1'b1;
  end
  always@*begin
    case(cstate)
      IDLE:nstate = LorD;            
      LorD:begin
        if(cnt == 'd63)
          nstate = WAIT;
        else
          nstate = LorD;
      end
      WAIT:nstate = CMD;
      CMD:begin
        if(write)
          nstate = WRITE;
        else
          nstate = PROC;        
      end
      PROC:begin 
        if(write)
          nstate = WRITE;
        else
          nstate = CMD;        
      end
      WRITE:begin
        if(cnt == 'd63)
          nstate = LorD;
        else
          nstate = WRITE;
      end
      default:nstate = LorD;          
    endcase
  end
  always@*begin
    case(cstate)
      IDLE:begin
        load = 1'b0;
        IROM_EN = 1'b0;
        busy = 1'b1;
        IRB_RW = 1'b1;
      end
      LorD:begin
        load = 1'b1;
        IROM_EN = 1'b0;
        busy = 1'b1;
        IRB_RW = 1'b1;
      end
      WAIT:begin
        load = 1'b0;
        IROM_EN = 1'b0;
        busy = 1'b1;
        IRB_RW = 1'b1;
      end
      CMD:begin
        load = 1'b0;
        IROM_EN = 1'b1;
        busy = 1'b0; 
        IRB_RW = 1'b1;        
      end
      PROC:begin
        load = 1'b0;
        IROM_EN = 1'b1;
        busy = 1'b1;      
        IRB_RW = 1'b1;
      end
      WRITE:begin
        load = 1'b0;
        IROM_EN = 1'b1;
        busy = 1'b1;
        IRB_RW = 1'b0;
      end
      default:begin
        load = 1'b0;
        IROM_EN = 1'b1;
        busy = 1'b0;
        IRB_RW = 1'b1;
      end
    endcase
  end
endmodule
```
`./run.sh`:
```
#!/bin/bash
# OpenROAD 26Q1-2900-gdf79404cd8, Yosys 0.63+post, stock flow scripts
make -C /OpenROAD-flow-scripts/flow DESIGN_CONFIG=/design/flow/config.mk WORK_HOME=/design/flow/orfs finish
```
`./constraint.sdc`:
```
current_design ctr

set clk_period 1.6
set clk_io_pct 0.2

create_clock -name clk0 -period $clk_period [get_ports {clk}]

set non_clock_inputs [all_inputs -no_clocks]
set_input_delay [expr $clk_period * $clk_io_pct] -clock clk0 $non_clock_inputs
set_output_delay [expr $clk_period * $clk_io_pct] -clock clk0 [all_outputs]
```
==> deck_impl_summary.md <==
Run Summary

Outcome
  – Outcome: complete, no violations

Drt
  – Vias/cell: 3.79
  – Initial DRC Count: 56
  – TritonRoute pass-1 iters: 4
  – DR vias: 443
  – DR WL/cell: 9.43 um
  – Routed Antenna Nets: 0
  – N_diodes: 0
  – DRC viols: 0
  – Total Wirelength: 1100 um

Yosys
  – Post-synth top area cell: dfxtp_1
  – Cell count after synthesis: 58
  – Cell Area, Synth: 520 sq um
  – Synth Register Bits: 13
  – Distinct cell type count of the synthesized netlist: 19
  – Syn avg cell area: 8.97 sq um
  – Cell total in the yosys stat output: 58
  – YS chip area: 520 sq um
  – Top-area cell share: 50.0%
  – Post-synth area hogs: dfxtp_1, xor2_1, o21ai_0
  – Yosys warning tally: 1
  – Sequential share of the synthesized area: 50.0%

Setup path
  – Slowest stage delay, CP: 0.46 ns
  – CP max FO: 9
  – Setup Crit Path Kind: reg -> out
  – Startpoint Class: register
  – Data required, critical path: 1.28 ns
  – CP Cell Sequence: buf_6, clkdlybuf4s50_1
  – Data arrival, critical path: 1.22 ns
  – Crit end category: primary output
  – Critical Path Source: cstate[1]
  – CP max-delay cell: clkdlybuf4s50_1
  – Worst r2r src: cstate[5]

Power and ir drop
  – Power per cell area: 796 nW/um^2
  – Worst-case vdd ir drop: 0.237 mV
  – LEAKAGE: 0.000273 uW

Cells and area
  – Synthesis-to-layout area growth: 40.1%
  – Register Area: 265 sq um
  – Logic area: 246 sq um
  – Filler cell count: 371
  – Final Cell Area: 729 sq um
  – Layout Cells excl Fill: 117
  – Share of post-route cells with drive strength above 1: 21.1%

Final timing
  – Worst slew pin tran: 0.241 ns
  – Post-route minimum period: 1.54 ns
  – Final TNS setup: 0 ns
  – RSZ-0062 raised after global routing: false
  – Period utilization: 96.4%
  – Final Slew Violations: 0
  – # setup viols final: 0
  – Max frequency: 648 MHz
  – Slew margin rel.: 83.8%
  – Hold Fails Final Rpt: 0
  – Clock skew: 0.00429 ns
  – Final setup margin: 0.0572 ns

Die
  – Chip Area: 6400 sq um
  – IO Pins: 8
  – Die X: 80 um
  – Initial Util: 15.2%
  – Cell Rows: 21
  – Core area: 3420 sq um
  – DIE HEIGHT: 80 um

Placement
  – Placer Congestion: 0.746
  – Detail Placement HPWL: 822 um
  – Number of I/O port buffers: 7
  – Place WS: 0.153 ns
  – Placed cell count: 111
  – DP Area: 657 sq um

Min path
  – Critical hold path startpoint: done_flag
  – Worst hold path class: reg -> reg

Global route
  – Global Route Usage Sum: 3.64%
  – Total grt overflow: 0
  – First-pass GRT wire length: 1900 um
  – Largest net degree at the start of global routing: 10
  – Vias in the first global route: 425
  – Initial antenna violation count: 0

CTS
  – CTS tree: built
  – Hold buffer count at cts: 0
  – Worst-path clk slew: 0.07 ns
  – CTS Buf Count: 3
  – CTS Sinks: 13
  – H-tree lvl count: 1
  – Bufs on Longest Clock Path: 2
  – Worst skew pair latency: 0.27 ns
  – Clk root buf: clkbuf_4

Flow run
  – Tool warnings: 25
  – Max capacitance violation total: 0
-- cells in the mapped netlist --
master     count
inv_1          3
o21ai_0        6
clkbuf_1       1
and3_2         1
nor2_1         8
dfxtp_1       13
nor3b_1        1
nor3_1         1
xor2_1         4
a41oi_1        2
o2111ai_1      2
or3_1          2
nor4_1         1
a21oi_1        5
nand3_2        1
nand2_1        3
o211ai_1       1
buf_2          2
ha_1           1
-- power by group --
group          switching (uW)  internal [uW]
combinational            21.0           26.0
sequential               8.96            332
clock                    96.4           96.5
-- final timing paths --
path         cells past startpoint  slack (ns)         to
min reg2reg                      2        0.49  done_flag
max                              2        0.06       load
max reg2reg                      5        0.43     cnt[5]
min                              2        0.49  done_flag
-- final cells by class --
type	count	area share (%)
multi-input cells	39	33.8
repair buffers	12	16.8
well taps	46	7.89
flip-flops and latches	13	36.4
clock buffers	4	3.60
inverters	3	1.54
-- worst max-delay path: cells and delay by family, from the launching register on --
family / cells / cell delay, ns
buf+inv: 2 / 0.60
flops: 1 / 0.36
-- what timing repair did --
action                                 CTS  global route
setup endpoints to repair                2             4
setup buffers                            0             2
pin swaps                                0             1
resized                                  1            10
endpoints found under the hold margin    0             0
-- metal layers --
| layer | wire, um | share of wire, % | GRT usage (%) |
|---|---|---|---|
| met5 | 0 | 0 | 0 |
| met2 | 428 | 39 | 4.74 |
| met1 | 552 | 50 | 4.75 |
| met4 | 6 | 0.54 | 0.528 |
| met3 | 114 | 10 | 2.73 |
-- logic make-up (layout without fill, tap and decap cells) --
| family | after synthesis | count (layout) | synth area share, % |
|---|---|---|---|
| XOR/XNOR | 4 | 4 | 6.73 |
| AND-OR/OR-AND | 16 | 16 | 18.8 |
| AND/OR/NAND/NOR | 18 | 18 | 17.3 |
| buffers and inverters | 6 | 19 | 4.81 |
| flip-flops | 13 | 13 | 50.0 |
| adder cells (fa/ha/maj) | 1 | 1 | 2.40 |
-- flip-flops by register name, indices dropped and copies added (netlist names) --
name / count
cnt: 6
cstate: 6
done_flag: 1
-- through the flow --
stage | power, uW | utilization [%] | hold slack, ns
finish | 581 | 21.4 | 0.495
detailed placement | 392 | 19.2 | 0.464
global route | 616 | 21.4 | 0.523
floorplan | 365 | - | 0.348
global placement | 391 | 19.2 | 0.461
CTS | 586 | 20.1 | 0.502
-- layout by cell type, fill, tap and decap left out --
master,Yosys,final
nor2_1,8,8
o21ai_0,6,6
clkbuf_4,0,3
nor4_1,1,1
or3_1,2,2
a21oi_1,5,5
o2111ai_1,2,2
nand3_2,1,1
dfxtp_1,13,9
clkbuf_1,1,1
ha_1,1,1
buf_4,0,3
o211ai_1,1,1
and3_2,1,1
nor3_4,0,1
dlymetal6s2s_1,0,3
nand2_1,3,3
clkdlybuf4s50_1,0,4
nor3b_1,1,1
inv_1,3,3
dfxtp_2,0,4
a41oi_1,2,2
xor2_1,4,4
buf_6,0,2
Power is estimated from default activity; no workload was simulated.
